File: ./run.sh
#!/bin/bash
# OpenROAD 26Q1-2900-gdf79404cd8, Yosys 0.63+post, stock flow scripts
make -C /OpenROAD-flow-scripts/flow DESIGN_CONFIG=/design/flow/config.mk WORK_HOME=/design/flow/orfs finish
File: ./config.mk
export PLATFORM = sky130hd
export DESIGN_NAME = calculator
export DESIGN_NICKNAME = calculator
export VERILOG_FILES = /design/flow/design.v
export SDC_FILE = /design/flow/constraint.sdc
export NUM_CORES = 4
export LEC_CHECK = 1
export CORE_AREA = 10 10 108 108
export DIE_AREA = 0 0 118 118
File: ./constraint.sdc
current_design calculator

set clk_period 10.7
set clk_io_pct 0.2

create_clock -name clk0 -period $clk_period [get_ports {CLK}]

set non_clock_inputs [all_inputs -no_clocks]
set_input_delay [expr $clk_period * $clk_io_pct] -clock clk0 $non_clock_inputs
set_output_delay [expr $clk_period * $clk_io_pct] -clock clk0 [all_outputs]
File: ./design.v
module calculator (A,B,O,CLK,C,sign);
   input [3:0] A;    
   input [3:0] B;    
   input [1:0] O;   
   input CLK;
   output [7:0] C;
  output sign;
  reg signt,sign;
  reg [3:0] a,b;
  reg [7:0] answer,C=0;
  wire [7:0] add,mul,div;
  always @(A or B)
  begin
    if (O == 2'b01)
    begin
      if (A<B)
      begin
        a = B;
        b = A;
        signt = 1;
      end
      else
      begin
        a = A;
        b = B;
        signt = 0;
      end
    end
    else if (O == 2'b11)
    begin
      if (B==0)
      begin
        signt = 1;
        a = B;
        b = A;
      end
      else
      begin
        signt = 0;
        a = A;
        b = B;
      end
    end
    else
    begin
      signt = 0;
      a = A;
      b = B;
    end
    sign = signt;
  end
  adder add_sub(a,b,add,O[0]);
  M4bit multiply(a,b,mul);
  division divide(a,b,div);
   always @(posedge(CLK))
   begin
   	if (O[1] == 0)
   		answer = add;   
   	else
   	begin
   		if (O[0] == 0)
   			answer = mul;  
   		else
   			answer = div;  
   	end
     C = answer;
   end
endmodule
module adder (A,B,R,Op);
   input [3:0] A;   
   input [3:0] B;   
   input Op; 
  output [7:0] R;
   wire  C0; 
   wire  C1; 
   wire  C2; 
   wire  C3; 
   wire  B0; 
   wire  B1; 
   wire  B2; 
   wire  B3; 
   xor(B0, B[0], Op);
   xor(B1, B[1], Op);
   xor(B2, B[2], Op);
   xor(B3, B[3], Op);
  full_adder fa0(R[0], C0, A[0], B0, Op);    
  full_adder fa1(R[1], C1, A[1], B1, C0);
  full_adder fa2(R[2], C2, A[2], B2, C1);
  full_adder fa3(R[3], C3, A[3], B3, C2);    
  xor (R[4],C3,Op);
  and (R[5],0,0);
  and (R[6],0,0);
  and (R[7],0,0);
endmodule
module full_adder(S, Cout, A, B, Cin);
   output S;
   output Cout;
   input  A;
   input  B;
   input  Cin;
   wire   w1;
   wire   w2;
   wire   w3;
   wire   w4;
   xor(w1, A, B);
   xor(S, Cin, w1);
   and(w2, A, B);   
   and(w3, A, Cin);
   and(w4, B, Cin);   
   or(Cout, w2, w3, w4);
endmodule 
module M4bit(
input [3:0] Q,
input [3:0] M,
output [7:0] P
);
wire c1,c2,c3,c4,c5,c6,c7,c8,c9,c10,c11;
wire d1,d2,d3,d4,d5,d6,d7;
wire e1,e2,e3;
wire f1,f2,f3,f4,f5,f6,f7;
wire g1,g2,g3,g4;
and(c1,M[3],Q[1]),
(c2,M[2],Q[2]),
(c3,M[1],Q[3]),
(c4,M[3],Q[0]),
(c5,M[2],Q[1]),
(c6,M[1],Q[2]),
(c7,M[2],Q[0]),
(c8,M[1],Q[1]),
(c9,M[0],Q[2]),
(c10,M[1],Q[0]),
(c11,M[0],Q[1]),
(P[0],M[0],Q[0]);
full_adder fa1(d2,d1,c1,c2,c3);
full_adder fa2(d4,d3,c4,c5,c6);
full_adder fa3(d6,d5,c7,c8,c9);
full_adder fa4(P[1],d7,c10,c11,0);
and(e1,M[2],Q[3]),
(e2,M[3],Q[2]),
(e3,M[0],Q[3]);
full_adder fa5(f2,f1,e1,e2,d1);
full_adder fa6(f4,f3,d2,d3,f5);
full_adder fa7(f6,f5,d4,e3,d5);
full_adder fa8(P[2],f7,d6,d7,0);
and(g1,M[3],Q[3]);
full_adder fa9(P[6],P[7],g1,f1,g2);
full_adder fa10(P[5],g2,f2,f3,g3);
full_adder fa11(P[4],g3,f4,0,g4);
full_adder fa12(P[3],g4,f6,f7,0);
endmodule
module division(A,B,Res);
    input [3:0] A;
    input [3:0] B;
    output [7:0] Res;
    reg [7:0] Res = 0;
    reg [3:0] a1,b1;
    reg [4:0] p1;   
    integer i;
    always@ (A or B)
    begin
      if (A<B)
        begin
          Res = 0;
        end
      else if (A == B)
        begin
          Res = 1;
        end
      else
        begin
	if (B > 4'b1001)
		Res = 1;
	else
	begin
        a1 = A;
        b1 = B;
        p1= 0;
        for(i=0;i < 4;i=i+1)    
          begin  
            p1 = {p1[2:0],a1[3]};
            a1[3:1] = a1[2:0];
            p1 = p1-b1;
            if(p1[3] == 1)    begin
                a1[0] = 0;
                p1 = p1 + b1;   end
            else
                a1[0] = 1;
        end
	Res = a1;
	end
	end   
    end
  endmodule
==> results.sh <==
# physical design summary
export IMPL_status="completed"
export IMPL_postSynthAreaPerCell_sq_um=8.54
export IMPL_hold_end="C[3]$_DFF_P_"
export IMPL_cts_sinks=8
export IMPL_area_leaders="ha_1 22%, fa_1 17%, dfxtp_1 8.9%"
export IMPL_rows=35
export IMPL_finalMaxSlewViolations=0
export IMPL_synth_warnings=6
export IMPL_powerDensity_nw_per_um2=170
export IMPL_holdBufCountCts=0
export IMPL_cts_made_buffers=3
export IMPL_cp_required_ns=10.81
export IMPL_io_pins=20
export IMPL_routabilityCongestion=0.887
export IMPL_vdd_drop_max_v=0.0000503
export IMPL_post_drt_wl_per_cell_um=11.0
export IMPL_die_height_um=118
export IMPL_yosysChipArea_sq_um=1800
export IMPL_async_flop_share_pct=0
export IMPL_htreeDepth=1
export IMPL_hold_start="O[1]"
export IMPL_drv_cap=0
export IMPL_vias=1439
export IMPL_cp_max_fo=9
export IMPL_arrival_ns=9.66
export IMPL_initCoreUtil_pct=19.4
export IMPL_cts_tree="built"
export IMPL_grtUsageTotal_pct=5.84
export IMPL_setup_tns_ns=0
export IMPL_top_cell_area_share_pct=21.5
export IMPL_hold_slack_ns=2.83
export IMPL_ys_cells=211
export IMPL_clockRootBuffer="clkbuf_8"
export IMPL_n_fill_cell=1029
export IMPL_grt_max_degree=21
export IMPL_synthFlopType="dfxtp_1"
export IMPL_detail_route_first_pass_iterations=4
export IMPL_warnings=37
export IMPL_io_buffers=19
export IMPL_relSlewSlack_pct=53.3
export IMPL_routed_wl_um=3940
export IMPL_min_path_cells=2
export IMPL_yosys_area_top_type="ha_1"
export IMPL_synth_cell_types=47
export IMPL_syn_area_sq_um=1800
export IMPL_grt_pass1_wl_um=6930
export IMPL_grt_pass1_vias=1436
export IMPL_die_w_um=118
export IMPL_ant_nets=0
export IMPL_max_clock_freq_mhz=105
export IMPL_slowest_delay_ns=0.62
export IMPL_ys_seq_share_pct=8.89
export IMPL_cts_resized=0
export IMPL_rsz0062_at_grt="false"
export IMPL_grt_ovfl_total=0
export IMPL_drc=0
export IMPL_vias_per_cell=4.01
export IMPL_dp_cells=356
export IMPL_common_cells="31 x ha_1, 30 x inv_1, 24 x nor2_1"
export IMPL_critPathKind="input pin to register"
export IMPL_crit_path_start_kind="input pin"
export IMPL_area_delta_synth_final_pct=21.3
export IMPL_seq_area_sq_um=160
export IMPL_dieArea_sq_um=13900
export IMPL_yosysMostFrequentCell="ha_1"
export IMPL_drive_gt1_share_pct=6.96
export IMPL_dp_hpwl_um=3400
export IMPL_fin_crit_sh_pct=89.2
export IMPL_worst_pin_slew_ns=0.698
export IMPL_syn_inst=211
export IMPL_clk_path_buf_depth=2
export IMPL_finalSetupViolCount=0
export IMPL_final_cells=359
export IMPL_largest_register_ffs=8
export IMPL_ys_seq_elements=8
export IMPL_post_cts_setup_buffers=0
export IMPL_hold_violations=0
export IMPL_core_sq_um=9280
export IMPL_drt_iter0_drc=74
export IMPL_logic_area_sq_um=1500
export IMPL_endpoint_kind="register"
export IMPL_antenna_found_initial=0
export IMPL_antenna_cells_inserted=0
export IMPL_hp_class="input pin to register"
export IMPL_clkTransAtPathRegs_ns=0.04
export IMPL_leakagePower_nw=1.01
export IMPL_post_route_min_period_ns=9.54
export IMPL_edf_count=0
export IMPL_slowest_stage="clkdlybuf4s50_1"
==> worst max-delay path by stage <==
stage | slack, ns | cells after the start | endpoint | start
finish | 1.16 | 33 | C[0]$_DFF_P_ | B[2]
global route | 0.53 | 35 | C[0]$_DFF_P_ | B[2]
CTS | 1.09 | 33 | C[0]$_DFF_P_ | B[2]
==> report_power, final <==
part           internal [W]  switching, W   total, W  leakage, nW
registers         0.0000374    0.00000183  0.0000392       0.0664
clock network     0.0000243     0.0000113  0.0000356       0.0216
logic              0.000152      0.000146   0.000298        0.926
total              0.000213      0.000159   0.000373         1.01
==> final cells by class <==
| cell class | count | share of cell area, % |
|---|---|---|
| sequential | 8 | 7.33 |
| tap | 129 | 7.38 |
| timing repair buffer | 21 | 9.39 |
| clock buffer | 3 | 1.89 |
| multi-input combinational | 167 | 68.7 |
| inverter | 31 | 5.32 |
==> worst max-delay path: cells and delay by family <==
family	cells	cell delay, ns
buffers and inverters	3	0.95
XOR/XNOR	9	1.83
AND/OR/NAND/NOR	4	0.50
adder cells (fa/ha/maj)	5	1.48
AND-OR/OR-AND	9	1.70
multiplexers	3	1.05
==> cell usage in the layout, fill, tap and decap left out, types with 6 or more instances in the layout <==
cell type and count:
a21o_1 6, xnor2_1 8, fa_1 15, ha_1 31
inv_1 30, nand2_1 13, clkdlybuf4s50_1 19, nor2_1 24
a21oi_1 9, dfxtp_1 8
==> per-layer routing <==
layer / wire length (um) / track usage, % / vias up
met1: 2150 / 8.69 / 665
met2: 1640 / 8.78 / 22
li1: - / - / 752
met4: 0 / 0.155 / 0
met3: 161 / 1.46 / 0
met5: 0 / 0 / -
==> cells by family (layout without fill, tap and decap cells) <==
group | count (synthesis) | after routing | synth area share, %
AOI/OAI and AO/OA | 40 | 40 | 16.2
xor gates and xnor gates | 13 | 13 | 7.78
adders and majority gates | 46 | 46 | 38.2
buffers and inverters | 36 | 55 | 8.12
DFF | 8 | 8 | 8.89
muxes | 7 | 7 | 4.17
and+or+nand+nor | 61 | 61 | 16.6
==> per-stage QoR <==
| stage | power, W | setup WS (ns) | instance area (sq um) | utilization (%) |
|---|---|---|---|---|
| floorplan | 0.000279 | 2.21 | 1800 | - |
| global placement | 0.000338 | 0.960 | 2140 | 23.1 |
| global route | 0.000421 | 0.534 | 2190 | 23.5 |
| CTS | 0.000380 | 1.09 | 2190 | 23.5 |
| finish | 0.000373 | 1.16 | 2190 | 23.5 |
| detailed placement | 0.000342 | 0.872 | 2140 | 23.1 |
Power and IR drop assume default switching activity.
